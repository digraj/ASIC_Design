`./run.sh`:
```
#!/bin/bash
# OpenROAD 26Q1-2900-gdf79404cd8, Yosys 0.63+post, stock flow scripts
make -C /OpenROAD-flow-scripts/flow DESIGN_CONFIG=/design/flow/config.mk WORK_HOME=/design/flow/orfs finish
```
`./config.mk`:
```
export PLATFORM = sky130hd
export DESIGN_NAME = usb_transmitter
export DESIGN_NICKNAME = usb_transmitter
export VERILOG_FILES = /design/flow/design.v
export SDC_FILE = /design/flow/constraint.sdc
export NUM_CORES = 4
export LEC_CHECK = 1
export CORE_UTILIZATION = 30
```
`./constraint.sdc`:
```
current_design usb_transmitter

set clk_period 2.9
set clk_io_pct 0.2

create_clock -name clk0 -period $clk_period [get_ports {clk}]

set non_clock_inputs [all_inputs -no_clocks]
set_input_delay [expr $clk_period * $clk_io_pct] -clock clk0 $non_clock_inputs
set_output_delay [expr $clk_period * $clk_io_pct] -clock clk0 [all_outputs]
```
`./design.v`:
```
module bit_stuffer (
	input wire 	clk, 
			n_rst, 
			d_orig,
			flag_8,
	output reg  	pause
);
	reg temp_pause = 0; 
	reg [2:0] num_ones; 
	reg found_6; 
	reg temp_out = d_orig; 
	flex_counter #(3) BIT_STUFFER_CNTR
	(
		.clk(clk),
		.n_rst(n_rst),
		.clear(!d_orig ),
		.count_enable(d_orig & flag_8),
		.rollover_val(3'b110),
		.count_out(num_ones),
		.rollover_flag(pause)
	);
endmodule
module flex_counter
#(
	parameter	NUM_CNT_BITS = 4
)
(
	input wire 	clk,
			n_rst,
			clear,
			count_enable,
	input wire 	[NUM_CNT_BITS-1:0]rollover_val,
	output reg	[NUM_CNT_BITS-1:0]count_out,
	output reg	rollover_flag
);
	reg [NUM_CNT_BITS-1:0]intrim_count ;
	reg intrim_flag ;
	always_comb
	begin
		intrim_count = count_out ;
		if (clear)
		begin
			intrim_count = '0 ;
		end
		else
		begin
			if (count_enable)
			begin
				if (count_out == rollover_val)
					intrim_count = 1 ;
				else
				begin
					intrim_count = count_out + 1'b1 ;
				end			
			end
		end
	end
	always_comb
	begin
		intrim_flag = '0;
		if (clear)
		begin
			intrim_flag = '0 ;
		end
		else
		begin
			if (count_enable)
			begin
				if (count_out == rollover_val - 1'b1)
					intrim_flag = 1'b1;
				else if (count_out == 1 && rollover_val == 1)
					intrim_flag = 1'b1;
				else
					intrim_flag = 1'b0 ;
			end
			else
					intrim_flag = rollover_flag ;
		end
	end
	always_ff @ (posedge clk, negedge n_rst) 
	begin
		if (n_rst == 1'b0)
		begin
			count_out <= '0 ;
		end
		else
			count_out <= intrim_count ;
	end 
	always_ff @ (posedge clk, negedge n_rst) 
	begin
		if (n_rst == 1'b0)
		begin
			rollover_flag <= '0 ;
		end
		else
			rollover_flag <= intrim_flag ;
	end 
endmodule
module flex_pts_sr
#(
	parameter NUM_BITS = 4,
	parameter SHIFT_MSB = 1
)
(
	input wire clk,
	input wire n_rst,
	input wire shift_enable,
	input wire load_enable, 
			load_sync, 
			load_data_pid , 
			load_data_1_crc, 
			load_data_2_crc, 
			load_ack , 
			load_nack, 
	input wire [(NUM_BITS-1):0] parallel_in,
	output wire serial_out 
);
	localparam 	SYNC_BYTE_PID 	= 8'b10000000 , 
    			DATA0_PID   	= 8'b11000011 ,
    			ACK_PID    	= 8'b10110100 , 
    			NACK_PID    	= 8'b10100101 ,
			CRC_1_PACK	= 8'b00000000 ,
			CRC_2_PACK	= 8'b00000000 ;
reg [(NUM_BITS-1):0] mid_state = 0;
reg [(NUM_BITS-1):0] curr_state = 0;
always_comb
begin
	if(load_enable == 1'b1)
		mid_state = parallel_in;  
	else if (load_sync) 
		mid_state = SYNC_BYTE_PID; 
	else if (load_data_pid) 
		mid_state = DATA0_PID; 
	else if (load_data_1_crc) 
		mid_state = CRC_1_PACK; 
	else if (load_data_2_crc) 
		mid_state = CRC_2_PACK; 
	else if (load_ack) 
		mid_state = ACK_PID; 
	else if (load_nack) 
		mid_state = NACK_PID; 
	else
	begin
		if(shift_enable == 1)
		begin
			if(SHIFT_MSB == 1)
			begin
				mid_state = {curr_state[(NUM_BITS-2):0], 1'b0};  
			end
			else
			begin
				mid_state = {1'b0, curr_state[(NUM_BITS-1):1]};
			end
		end
		else
		begin
			mid_state = curr_state;  
		end
	end
end
always_ff @ (posedge clk, negedge n_rst)
begin
	if(1'b0 == n_rst)
	begin
		curr_state <= '0;
	end
	else
	begin
		curr_state <= mid_state;
	end
end
if(SHIFT_MSB == 1)
begin
	assign serial_out = curr_state[(NUM_BITS-1)];
end
else
begin
	assign serial_out = curr_state[0];
end
endmodule
module nrzi_encode (
	input wire	clk,
			n_rst,
			pause,
			d_orig,
			flag_8,
			eop,
	output reg	d_plus,
			d_minus
) ;
	reg prev_d;
	always_ff @ (posedge clk, negedge n_rst) begin
		if (n_rst == 1'b0) begin
			d_plus <= 1;
			d_minus <= 1;
			prev_d <= 1;
		end else if (eop & flag_8) begin
			d_plus <= 0;
			d_minus <= 0;
		end else if (!pause & !eop) begin
			if (flag_8) begin
				if (d_orig == prev_d) begin
					d_plus <= 1;
					d_minus <= 0;
					prev_d <= d_orig;
				end else begin
					d_plus <= 0;
					d_minus <= 1;
					prev_d <= d_orig;
				end
			end else begin
				d_plus <= d_plus;
				d_minus <= d_minus;
			end
		end else if (pause & !eop) begin
			if (flag_8) begin
				d_plus <= 0;
				d_minus <= 1;
			end else begin
				d_plus <= d_plus;
				d_minus <= d_minus;
			end
		end else begin
			d_plus <= d_plus;
			d_minus <= d_minus;
		end	
	end
endmodule
module tcu (
    input wire          clk,
                        n_rst,
                        send_data,   
                        tx_ena,
                        buff_empty,  
			tx_nack, 
			write_done, 
			tx_ack,
			cnt_done, 
    output reg		tx_complete,
			eop,
			fifo_en,  
			start_read,   
			trans,
			sd_tx_en_write, 
			load_ena,   
			load_sync, 
			load_data_pid , 
			load_data_1_crc, 
			load_data_2_crc, 
			load_ack , 
			load_nack,
			clear
);
	typedef enum reg [4:0] {
		IDLE,
		TRANSMIT_DATA_SYNC,
		SHIFT_DATA_SYNC, 
            	TRANSMIT_DATA_PID,
		SHIFT_DATA_PID, 
		WAIT_SD,
		ENABLE_FIFO, 
		LOAD_PTS, 
		CHK_BUFF, 
            	TRANSMIT_DATA_1_CRC,
		SHIFT_DATA_1_CRC,
            	TRANSMIT_DATA_2_CRC,
		SHIFT_DATA_2_CRC,
            	TRANSMIT_DATA_EOP,
		TRANSMIT_HS_SYNC,
		SHIFT_HS_SYNC,
            	TRANSMIT_ACK,
		SHIFT_ACK, 
            	TRANSMIT_NACK,
		SHIFT_NACK, 
            	TRANSMIT_HS_EOP,
		SHIFT_DATA,
		COMPLETE
	} state_type ;
	state_type	next_state, 
			curr_state ;
    	always_ff @ (posedge clk, negedge n_rst) begin
		if (n_rst == 1'b0)
			curr_state <= IDLE ;
		else
			curr_state <= next_state ;
	end
	always_comb 
	begin
	next_state = curr_state ;
	case (curr_state)
		IDLE: begin
			if (tx_ena) begin
				if (send_data)
					next_state = TRANSMIT_DATA_SYNC ; 
				else if (tx_ack || tx_nack)
					next_state = TRANSMIT_HS_SYNC ;	
			end
		end
		TRANSMIT_DATA_SYNC: begin
                	next_state = SHIFT_DATA_SYNC ; 
            	end
		SHIFT_DATA_SYNC: begin
			if (cnt_done)
				next_state = TRANSMIT_DATA_PID ; 
		end
            	TRANSMIT_DATA_PID: begin
                	next_state = SHIFT_DATA_PID ; 
            	end
		SHIFT_DATA_PID: begin
			if (cnt_done)
				next_state = WAIT_SD ;
		end
		WAIT_SD: begin
			if (write_done)
				next_state = ENABLE_FIFO; 
		end
            	ENABLE_FIFO: begin
                    	next_state = LOAD_PTS ; 
            	end
		LOAD_PTS: begin
			next_state = SHIFT_DATA ; 
		end
		SHIFT_DATA: begin
			if (cnt_done)
				next_state = CHK_BUFF;
		end
		CHK_BUFF: begin
			if (buff_empty)
				next_state = TRANSMIT_DATA_1_CRC ; 
			else
				next_state = ENABLE_FIFO ; 
		end
            	TRANSMIT_DATA_1_CRC: begin
                	next_state = SHIFT_DATA_1_CRC ; 
            	end
		SHIFT_DATA_1_CRC: begin
			if (cnt_done)
				next_state = TRANSMIT_DATA_2_CRC ;
		end
            	TRANSMIT_DATA_2_CRC: begin
                	next_state = SHIFT_DATA_2_CRC ; 
            	end
		SHIFT_DATA_2_CRC: begin
			if (cnt_done)
				next_state = TRANSMIT_DATA_EOP ; 
		end
            	TRANSMIT_DATA_EOP: begin
                	next_state = COMPLETE ;  
            	end
		TRANSMIT_HS_SYNC: begin
			next_state = SHIFT_HS_SYNC ; 
            	end
		SHIFT_HS_SYNC: begin
			if (cnt_done) begin
                		if (tx_ack)
                    			next_state = TRANSMIT_ACK ; 
                		else if (tx_nack)
                    			next_state = TRANSMIT_NACK ; 
			end
		end
            	TRANSMIT_ACK: begin
			next_state = SHIFT_ACK ; 
            	end
		SHIFT_ACK: begin
			if (cnt_done)
				next_state = TRANSMIT_HS_EOP ;
		end
            	TRANSMIT_NACK: begin
                	next_state = SHIFT_NACK ; 
            	end
		SHIFT_NACK: begin
			if (cnt_done)
				next_state = TRANSMIT_HS_EOP ; 
		end
            	TRANSMIT_HS_EOP: begin
                	next_state = COMPLETE ; 
            	end
		COMPLETE: begin
			next_state = IDLE;
		end
	endcase
	end
	always_comb 
	begin
	load_sync = 0;
	load_data_pid = 0; 
	load_data_1_crc = 0;
	load_data_2_crc = 0;
	load_ack = 0;
	load_nack = 0;
	clear = 0;
	eop = 0 ; 
	trans = 1 ; 
	start_read = 0 ; 
	sd_tx_en_write = 0 ; 
	load_ena = 0; 
	fifo_en=0;
       	tx_complete = 0;
	case (curr_state)
		SHIFT_DATA: begin
			start_read = 1;
		end
		IDLE: begin
			trans = 0 ;
		end
		TRANSMIT_DATA_SYNC: begin
			load_sync = 1;
			clear = 1;
            	end
		SHIFT_DATA_SYNC: begin
			start_read = 1 ; 
		end
            	TRANSMIT_DATA_PID: begin
			clear = 1;
			load_data_pid = 1; 
            	end
		SHIFT_DATA_PID: begin
			start_read = 1 ; 
		end
            	WAIT_SD: begin
                    	sd_tx_en_write = 1; 
            	end
            	ENABLE_FIFO: begin
                    	fifo_en = 1;
            	end
		LOAD_PTS: begin
			load_ena = 1;
			clear = 1;
		end
            	TRANSMIT_DATA_1_CRC: begin
			clear = 1;
			load_data_1_crc = 1;
            	end
		SHIFT_DATA_1_CRC: begin
			start_read = 1 ; 
		end
            	TRANSMIT_DATA_2_CRC: begin
			clear = 1;
			load_data_2_crc = 1;
            	end
		SHIFT_DATA_2_CRC: begin
			start_read = 1 ; 
		end
            	TRANSMIT_DATA_EOP: begin
                	eop = 1 ;  
            	end
		TRANSMIT_HS_SYNC: begin
			clear = 1;
			load_sync = 1;
            	end
		SHIFT_HS_SYNC: begin
			start_read = 1 ; 
		end
            	TRANSMIT_ACK: begin
			clear = 1;
			load_ack = 1;
            	end
		SHIFT_ACK: begin
			start_read = 1 ; 
		end
            	TRANSMIT_NACK: begin
			clear = 1;
                	load_nack = 1;
            	end
		SHIFT_NACK: begin
			start_read = 1 ; 
		end
            	TRANSMIT_HS_EOP: begin
                	eop = 1 ;
            	end
		COMPLETE: begin
			tx_complete = 1;
		end
	endcase
	end
endmodule
module tx_timer (
	input wire	clk,
			n_rst,
			pause,
			count_up,
			clear_64, 
	output reg	shift_en,
			byte_rcvd,
			flag_8
);
	wire clear_8 = 0;
	reg [3:0] count_up_8, count_up_64;
	flex_counter #(4) BIT_TX (.clk(clk), .n_rst(n_rst), .clear(clear_8), .count_enable(count_up), .rollover_val(4'b1000), .rollover_flag(flag_8), .count_out(count_up_8)) ;  
	flex_counter #(4) BYTE_TX (.clk(clk), .n_rst(n_rst), .clear(clear_64), .count_enable(flag_8), .rollover_val(4'b1000), .rollover_flag(byte_rcvd), .count_out(count_up_64)) ;  
	always_comb
	begin	
		shift_en=flag_8	;
		if(pause == 1'b1)
			shift_en = 1'b0;
	end
endmodule
module usb_transmitter (
    	input wire    	clk,
                        n_rst,
                        send_data,   
                        tx_ena,
			tx_nack, 
			write_done, 
			tx_ack,
	input wire	[7:0]parallel_in,
	input wire	buff_empty,
	output reg	d_plus,
			d_minus,
			trans,	
			fifo_en,
			tx_complete,
			sd_tx_en_write
);
reg 	eop, start_read, load_ena, load_sync, load_data_pid, load_data_1_crc, load_data_2_crc, load_ack, load_nack, clear, fifo_full;
	tcu CONTROLLER 
	(
	    		.clk(clk),
		        .n_rst(n_rst),
		        .send_data(send_data),   
		        .tx_ena(tx_ena),
		       	.buff_empty(buff_empty),  
			.tx_nack(tx_nack), 
			.write_done(write_done), 
			.tx_ack(tx_ack),
			.cnt_done(byte_rcvd), 
			.clear,
			.eop(eop),
			.fifo_en(fifo_en), 
			.start_read(start_read),   
			.trans(trans),
			.tx_complete,
			.load_ena(load_enable),  
			.load_sync(load_sync), 
			.load_data_pid(load_data_pid) , 
			.load_data_1_crc(load_data_1_crc), 
			.load_data_2_crc(load_data_2_crc), 
			.load_ack(load_ack) , 
			.load_nack(load_nack),
			.sd_tx_en_write
	);
	flex_pts_sr #(8,0) FLEX_PTS 
	(
			.clk(clk),
			.n_rst(n_rst),
			.shift_enable(shift_en),  
			.load_enable(load_enable),  
			.parallel_in(parallel_in),
			.load_sync(load_sync), 
			.load_data_pid(load_data_pid) , 
			.load_data_1_crc(load_data_1_crc), 
			.load_data_2_crc(load_data_2_crc), 
			.load_ack(load_ack) , 
			.load_nack(load_nack),
			.serial_out(bit_out) 
	);
	bit_stuffer STUFF
	(
			.clk(clk), 
			.n_rst(n_rst), 
			.d_orig(bit_out),
			.flag_8(flag_8),
			.pause(pause)
	);
	tx_timer TIMER
	(
			.clk(clk),
			.n_rst(n_rst),
			.pause(pause),
			.count_up(start_read),
			.clear_64(clear),
			.shift_en(shift_en),
			.byte_rcvd(byte_rcvd),
			.flag_8(flag_8)
	);
	nrzi_encode ENCODE
	(
			.clk(clk),
			.n_rst(n_rst),
			.d_orig(bit_out),
			.eop(eop),
			.pause(pause),
			.flag_8(flag_8),
			.d_plus(d_plus),
			.d_minus(d_minus)
	);
endmodule 
```
==> impl_metrics.tcl <==
# flow metrics
set metrics [dict create \
    synth_area_leader_cell "sky130_fd_sc_hd__dfrtp_1" \
    final_layout_size_suffix_gt1_frac 0.125 \
    number_of_openroad_warnings 30 \
    port-buffer-count 21 \
    placement.cell_area_um2 2540 \
    first_global_vias 1794 \
    leakagePower_nw 1.07 \
    netlist_instances 270 \
    crit_path_cell_trace "inv_1, ha_2, nor2b_1, nand2_1, clkdlybuf4s50_1" \
    dr_total_vias 2022 \
    fp-utilization 0.313 \
    ir_drop_mv 0.148 \
    worstPathArrival_ns 2.05 \
    total_net_switching_power_mw 0.167 \
    power.share.combinational 0.045 \
    fin_crit_sh 0.906 \
    core_area_um2 7290 \
    layoutNonFillerInstCount 386 \
    clk_pin_slew_ns 0.06 \
    top_layer "met4" \
    finalSetupViolCount 0 \
    unrepaired_setup_endpoints_after_global_routing "no" \
    synth-seq-area-share 0.331 \
    total_neg_setup_slack_ns 0 \
    cts_htree_levels 2 \
    synth_largest_type_area_fraction 0.296 \
    critical_path.slowest_cell "sky130_fd_sc_hd__dfrtp_1" \
    cts_resized 0 \
    synthesis.area_um2 2280 \
    seq_power_share 0.524 \
    area_growth_syn_to_layout_pct 15.6 \
    cts_buffers 5 \
    grt_start_max_net_pins 31 \
    hold_class "reg2reg" \
    dominantRegCellSynth "sky130_fd_sc_hd__dfrtp_1" \
    layout_min_cycle_time_ns 2.63 \
    detailroute.wirelength.met3_um 250 \
    layout_top_cell "sky130_fd_sc_hd__nor2_1" \
    power_density_nw_per_um2 304 \
    number_of_standard_cells_reported_by_yosys 270 \
    maxSlewHeadroom 0.457 \
    worst_setup_path_end_kind "primary output" \
    fp-row-count 31 \
    outcome "completed" \
    clock_latency_ns 0.28 \
    ys_top_cells_by_area "sky130_fd_sc_hd__dfrtp_1 (30%), sky130_fd_sc_hd__o21ai_0 (5.3%), sky130_fd_sc_hd__nor2_1 (5.3%)" \
    worst_setup_slack_for_register_to_register_paths_ns 0.43 \
    clkSinkCount 30 \
    synth_area_per_cell_um2 8.44 \
    post-cts-setup-buffers 0 \
    ys_ff 30 \
    metal1_wirelength_um 2420 \
    post_synth_cell_types 59 \
    final_slew_violations 0 \
    max_clock_freq_mhz 380 \
    tritoncts "done" \
    worst_pin_slew_ns 0.814 \
    timing.final.hold_violations 0 \
    critPathMaxFanout 17 \
    worstSetupStartpointType "flop" \
    first_pass_grt_wire_length_um 8500 \
    dr.pass1.iters 4 \
    yosysWarningCount 13 \
    final_layout_top_logic_cells "sky130_fd_sc_hd__nor2_1 (32), sky130_fd_sc_hd__nand2_1 (30), sky130_fd_sc_hd__dfrtp_1 (27)" \
    post_synth_edffs 0 \
    timing_worst_setup_path_type "reg2out" \
    clock-skew-final_ns 0.00592 \
    die_w_um 89.2 \
    ant_nets 0 \
    power.total_mw 0.800 \
    cts_hold_bufs 0 \
    num_antenna_cells 0 \
    cts.path.max_buffers 2 \
    met2_length_um 2410 \
    dpl.cell_count 378 \
    clockPowerShare 0.432 \
    chip_area_um2 7950 \
    synth_chip_area_um2 2280 \
    antenna_found_initial 0 \
    stdcell_area_um2 2640 \
    track_usage 0.139 \
    io_pins 22 \
    grt_overflow_total 0 \
    clock_tree.root_cell "sky130_fd_sc_hd__clkbuf_8" \
    drt-wirelength-per-cell_um 13.3 \
    drv_cap 0 \
    power.internal_mw 0.633 \
    routed_wl_um 5140 \
    timing.critical_path.slowest_cell_delay_ns 0.43 \
    dieHeight_um 89.2 \
    hpwl_um 3640 \
    holdWs_ns 0.494 \
    routed_via_density 5.24 \
    detail_route.drc_violations 0 \
    gp_routability_congestion 0.900 \
    required_ns 2.32 \
    power.switching_fraction 0.209 \
    initialDrtViolationCount 119 \
    synth-async-reset-ratio 1.00 \
]
kinds of logic after synthesis:
logic type               after synthesis  synth area share
adder cells (fa/ha/maj)                8            0.0439
multiplexers                          15            0.0719
AND/OR/NAND/NOR                      108             0.245
flip-flops                            30             0.331
AND-OR/OR-AND                         81             0.238
buffers and inverters                 26            0.0620
XOR/XNOR                               2           0.00769
layer usage:
layer / track usage / vias up
li1: - / 1000
met1: 0.210 / 967
met2: 0.219 / 47
met3: 0.0206 / 8
met4: 0.0245 / 0
met5: 0 / -
flip-flops by register name, indices dropped and copies added (netlist names):
| signal | count |
|---|---|
| TIMER.BYTE_TX.rollover_flag | 1 |
| TIMER.BIT_TX.rollover_flag | 1 |
| ENCODE.prev_d | 1 |
| STUFF.BIT_STUFFER_CNTR.count_out | 3 |
| TIMER.BYTE_TX.count_out | 4 |
| STUFF.BIT_STUFFER_CNTR.rollover_flag | 1 |
| CONTROLLER.curr_state | 5 |
| ENCODE.d_plus | 1 |
| TIMER.BIT_TX.count_out | 4 |
| FLEX_PTS.curr_state | 8 |
| ENCODE.d_minus | 1 |
power by group through the flow:
| stage | registers (mW) | logic (mW) | clock network [mW] |
|---|---|---|---|
| after CTS | 0.419 | 0.0370 | 0.357 |
| after global routing | 0.418 | 0.0402 | 0.375 |
| final | 0.419 | 0.0359 | 0.345 |
path summary, 6_finish.rpt:
check / startpoint / to / cells past startpoint
worst max-delay path: CONTROLLER.curr_state[0] / trans / 5
min in group asynchronous: n_rst / TIMER.BYTE_TX.count_out[2] / 2
max in group asynchronous: n_rst / ENCODE.d_plus / 2
worst max register to register: CONTROLLER.curr_state[1] / FLEX_PTS.curr_state[2] / 8
worst min-delay path: ENCODE.d_minus / ENCODE.d_minus / 1
worst min register to register: ENCODE.d_minus / ENCODE.d_minus / 1
cells in the mapped netlist (3+ instances only):
master / count
sky130_fd_sc_hd__mux2_2: 10
sky130_fd_sc_hd__nor3b_1: 5
sky130_fd_sc_hd__nand4b_1: 3
sky130_fd_sc_hd__o31ai_1: 3
sky130_fd_sc_hd__o21ai_0: 24
sky130_fd_sc_hd__a21o_1: 3
sky130_fd_sc_hd__dfrtp_1: 27
sky130_fd_sc_hd__dfstp_2: 3
sky130_fd_sc_hd__inv_1: 10
sky130_fd_sc_hd__mux2i_1: 4
sky130_fd_sc_hd__a22oi_1: 3
sky130_fd_sc_hd__nand2_1: 30
sky130_fd_sc_hd__buf_6: 4
sky130_fd_sc_hd__a211oi_1: 3
sky130_fd_sc_hd__nand3_1: 4
sky130_fd_sc_hd__nor2_1: 32
sky130_fd_sc_hd__nand2b_1: 9
sky130_fd_sc_hd__buf_2: 8
sky130_fd_sc_hd__nor2b_1: 8
sky130_fd_sc_hd__ha_1: 8
sky130_fd_sc_hd__o211ai_1: 7
sky130_fd_sc_hd__nor3_1: 3
sky130_fd_sc_hd__a21oi_1: 14
worst max-delay path, delay by kind of cell (launching register included):
family / cells / cell delay [ns]
buf+inv: 2 / 0.52
simple gates: 2 / 0.44
flops: 1 / 0.43
fa+ha+maj: 1 / 0.38
cell type report:
cell class,count,area (um^2)
Tap cell,99,124
Clock buffer,8,90.1
Multi-Input combinational cell,214,1390
Inverter,10,37.5
Fill cell,781,4660
Timing Repair Buffer,25,240
Sequential cell,30,754
metrics by stage:
| step | utilization | setup WS, ns |
|---|---|---|
| finish | 0.361 | 0.271 |
| global route | 0.361 | 0.156 |
| CTS | 0.361 | 0.121 |
| detailed placement | 0.348 | 0.398 |
| global placement | 0.348 | 0.450 |
| floorplan | - | 0.865 |
Power is estimated from default activity; no workload was simulated.
