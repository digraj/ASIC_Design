[design/flow/config.mk]
export PLATFORM = sky130hd
export DESIGN_NAME = initial_stuff
export DESIGN_NICKNAME = initial_stuff
export VERILOG_FILES = /design/flow/design.v
export SDC_FILE = /design/flow/constraint.sdc
export NUM_CORES = 4
export LEC_CHECK = 1
export CORE_AREA = 10 10 85 85
export DIE_AREA = 0 0 95 95
[design/flow/design.v]
module d_edge_det (
	input wire	clk,
			n_rst,
			d_plus,
	output reg	falling_edge
) ;
	reg first_bit, second_bit ;
	always_ff @ (posedge clk, negedge n_rst)
	begin
		if (n_rst == 1'b0)
			second_bit <= 1 ;
		else
			second_bit <= d_plus ;
	end
	always_ff @ (posedge clk, negedge n_rst)
	begin
		if (n_rst == 1'b0)
			first_bit <= 1 ;
		else
			first_bit <= second_bit ;
	end
	always_comb begin
		falling_edge = (first_bit & ~second_bit) ;
	end
endmodule
module initial_stuff (
	input wire		clk,
				n_rst,
				d_plus,
				d_minus,
				cnt_up,
	output wire		d_orig,
				eop,
	output wire	[7:0] 	data
) ;
	reg 		falling_edge,
			bit_rcvd,
			byte_rcvd,
			pause;
	reg 	[7:0]	parallel_out;
	reg 		clear ;
	d_edge_det EDGE	(
			.clk,
			.n_rst,
			.d_plus,
			.falling_edge
	) ;
	serial_2_parallel STP	(
		 	.clk,
			.n_rst,
			.shift_enable(bit_rcvd),
			.pause,
			.serial_in(d_orig),		 
			.parallel_out(data)
	);
	nrzi_decode DEC (
		 	.clk, 
			.n_rst,
			.d_plus,
			.d_minus,
			.bit_rcvd,			
			.d_orig,
			.eop
	);
	bit_destuff BIT_DE	(
			.clk,
			.n_rst,
			.bit_rcvd,
			.d_orig,
			.pause
	);
	counter CNT	(
			.clk,
			.n_rst,
			.cnt_up,
			.pause,
			.clear,
			.d_plus,
			.byte_rcvd,
			.bit_rcvd
	);
endmodule
module bit_destuff (
	input wire	clk,
			n_rst,
			bit_rcvd,
			d_orig,
	output wire	pause
);
	reg [2:0] count_out ;
	flex_counter #(3) IN1 (.clk(clk), .n_rst(n_rst), .clear(!d_orig & bit_rcvd), .count_enable(bit_rcvd & d_orig), .rollover_val(3'b110), .rollover_flag(pause), .count_out(count_out)) ;
endmodule
module counter (
	input wire	clk,
			n_rst,
			cnt_up,
			clear,
			pause,
			d_plus,
	output wire	byte_rcvd,
			bit_rcvd
);
	reg [3:0] count_out_bit, count_out_byte;
	reg byte_counter;
	flex_counter #(4) IN1 (.clk(clk), .n_rst(n_rst), .clear(clear), .count_enable(cnt_up), .rollover_val(4'b1000), .rollover_flag(byte_counter), .count_out(count_out_bit)) ;
	flex_counter #(4) IN2 (.clk(clk), .n_rst(n_rst), .clear(clear), .count_enable(byte_counter & !pause), .rollover_val(4'b1000), .rollover_flag(byte_rcvd), .count_out(count_out_byte)) ;
	assign bit_rcvd = byte_counter ;
endmodule
module flex_counter
#(
	parameter	NUM_CNT_BITS = 4
)
(
	input wire 	clk,
			n_rst,
			clear,
			count_enable,
	input wire 	[NUM_CNT_BITS-1:0]rollover_val,
	output reg	[NUM_CNT_BITS-1:0]count_out,
	output reg	rollover_flag
);
	reg [NUM_CNT_BITS-1:0]intrim_count ;
	reg intrim_flag ;
	always_comb
	begin
		intrim_count = count_out ;
		if (clear)
		begin
			intrim_count = '0 ;
		end
		else
		begin
			if (count_enable)
			begin
				if (count_out == rollover_val)
					intrim_count = 1 ;
				else
				begin
					intrim_count = count_out + 1'b1 ;
				end			
			end
		end
	end
	always_comb
	begin
		intrim_flag = '0;
		if (clear)
		begin
			intrim_flag = '0 ;
		end
		else
		begin
			if (count_enable)
			begin
				if (count_out == rollover_val - 1'b1)
					intrim_flag = 1'b1;
				else if (count_out == 1 && rollover_val == 1)
					intrim_flag = 1'b1;
				else
					intrim_flag = 1'b0 ;
			end
			else
					intrim_flag = rollover_flag ;
		end
	end
	always_ff @ (posedge clk, negedge n_rst) 
	begin
		if (n_rst == 1'b0)
		begin
			count_out <= '0 ;
		end
		else
			count_out <= intrim_count ;
	end 
	always_ff @ (posedge clk, negedge n_rst) 
	begin
		if (n_rst == 1'b0)
		begin
			rollover_flag <= '0 ;
		end
		else
			rollover_flag <= intrim_flag ;
	end 
endmodule
module nrzi_decode (
	input wire 	clk, 
			n_rst,
			d_plus,
			d_minus,
			bit_rcvd,			
	output reg	d_orig,
			eop
);
	reg 	next_d_plus,
		temp_eop,
		prev_d, 
		curr_d; 
	always_ff @(posedge clk, negedge n_rst)
	begin
		if (n_rst == 1'b0) begin	
			d_orig <= 1'b1; 
			prev_d <= 1'b1; 
			eop <= 0;
		end else begin
			d_orig <= curr_d; 		
			prev_d <= curr_d; 
			eop <= temp_eop;
		end
	end
	always_comb begin
		curr_d = d_orig;
		if (bit_rcvd) begin
			if (d_plus == d_minus)
				temp_eop = 1;
			else begin	
				temp_eop = 0;
				if (d_plus == 1'b0)
					curr_d = !prev_d ; 
				else
					curr_d = prev_d ;
			end
		end 
		else begin
			curr_d = d_orig;
			if (d_plus == d_minus)
				temp_eop = 1;
			else
				temp_eop = 0;
		end	
	end
endmodule
module serial_2_parallel 
#(
	parameter 	NUM_BITS = 8,
			SHIFT_MSB = 1 
)
(
	input wire 	clk,
			n_rst,
			shift_enable,
			pause,
			serial_in, 
	output reg	[NUM_BITS-1:0] parallel_out
);
	reg [NUM_BITS-1:0]mid_output ;
	always_comb
	begin
		mid_output = parallel_out;
		if ((shift_enable == 1'b0) | (pause == 1))
		begin
			mid_output = parallel_out ;
		end
		else if ((shift_enable == 1'b1) & (pause != 1))
		begin
			if (SHIFT_MSB == 1'b1) 
			begin
				mid_output = {parallel_out[NUM_BITS-2:0], serial_in} ;
			end
			else 
			begin
				mid_output = {serial_in, parallel_out[NUM_BITS-1:1]} ;
			end		
		end
	end
	always_ff @ (posedge clk, negedge n_rst)
	begin
		if (n_rst == 1'b0)
		begin
			parallel_out <= '1 ;	
		end
		else 
		begin
			parallel_out <= mid_output ;
		end
	end
endmodule
[design/flow/run.sh]
#!/bin/bash
# OpenROAD 26Q1-2900-gdf79404cd8, Yosys 0.63+post, stock flow scripts
make -C /OpenROAD-flow-scripts/flow DESIGN_CONFIG=/design/flow/config.mk WORK_HOME=/design/flow/orfs finish
[design/flow/constraint.sdc]
current_design initial_stuff

set clk_period 2.8
set clk_io_pct 0.2

create_clock -name clk0 -period $clk_period [get_ports {clk}]

set non_clock_inputs [all_inputs -no_clocks]
set_input_delay [expr $clk_period * $clk_io_pct] -clock clk0 $non_clock_inputs
set_output_delay [expr $clk_period * $clk_io_pct] -clock clk0 [all_outputs]
==> load_flow_metrics.sql <==
-- load yosys + openroad results
INSERT INTO impl_metrics (metric_group, metric, value, unit) VALUES
('outcome', 'outcome', 'finished, final reports clean', ''),
('cts', 'numCtsBuffers', '3', ''),
('floorplanning', 'fp.dieArea', '0.00903', 'sq mm'),
('cts', 'cts.sink_count', '19', ''),
('final_timing', 'report.final.slew_viol_count', '0', ''),
('setup_path', 'crit_buf_inv', '1', ''),
('final_timing', 'grt_setup_unrepaired', 'no', ''),
('yosys', 'edf_count', '0', ''),
('global_routing', 'grt_first_pass_wirelength', '2320', 'um'),
('setup_path', 'end_kind', 'output pin', ''),
('yosys', 'ys.flop_type', 'sky130_fd_sc_hd__dfrtp_1', ''),
('floorplanning', 'boundaryPins', '15', ''),
('final_timing', 'hold_slack', '482', 'ps'),
('setup_path', 'worstReg2RegEnd', 'STP.parallel_out[1]$_DFFE_PN1P_', ''),
('global_routing', 'grt_antenna_before_repair', '0', ''),
('floorplanning', 'floorplan.core_area', '0.00547', 'sq mm'),
('setup_path', 'worst-path-stages', '1', ''),
('floorplanning', 'die-width', '95', 'um'),
('setup_path', 'worst_setup_path_start_kind', 'flop', ''),
('cts', 'clock_tree.htree_level_count', '1', ''),
('final_layout', 'drive_gt1_share', '29.9', '%'),
('setup_path', 'timing.critical_path.required', '2240', 'ps'),
('detailed_routing', 'wire_per_inst', '8.95', 'um'),
('setup_path', 'crit_chain', 'clkdlybuf4s50_1', ''),
('detailed_routing', 'num_vias', '497', ''),
('global_routing', 'globalRouteTotalUtil', '3.18', '%'),
('global_routing', 'first_global_vias', '506', ''),
('yosys', 'synth-cells-yosys', '62', ''),
('setup_path', 'crit_fanout', '7', ''),
('yosys', 'numSynthFlops', '19', ''),
('final_timing', 'max_freq', '528', 'MHz'),
('yosys', 'syn_inst', '62', ''),
('setup_path', 'timing.critical_path.slowest_cell_delay', '590', 'ps'),
('global_routing', 'global_route.overflow_total', '0', ''),
('floorplanning', 'fp_util', '15.3', '%'),
('cts', 'clockBufferDepth', '2', ''),
('final_layout', 'nFillCells', '595', ''),
('placed_design', 'detailed_place_hpwl', '1040', 'um'),
('placed_design', 'port_buffers', '13', ''),
('setup_path', 'critPathKind', 'reg2out', ''),
('global_routing', 'grt_max_degree', '20', ''),
('final_timing', 'final_hold_viol_count', '0', ''),
('detailed_routing', 'avgViaCountPerCell', '3.34', ''),
('detailed_routing', 'routed_wl', '1330', 'um'),
('placed_design', 'post-place-ws', '1150', 'ps'),
('yosys', 'synth-async-reset-ratio', '100', '%'),
('detailed_routing', 'drt_iter0_markers', '46', ''),
('cts', 'clk_transition_reported_paths', '60', 'ps'),
('final_layout', 'fin_cells', '149', ''),
('final_timing', 'min_period_over_period', '67.7', '%'),
('cts', 'clock.latency.late_pin', '250', 'ps'),
('setup_path', 'timing.rr.start', 'CNT.IN1.rollover_flag$_DFF_PN0_', ''),
('yosys', 'count_of_different_cell_masters_after_synthesis', '21', ''),
('final_timing', 'maxSlewHeadroom', '46.8', '%'),
('final_timing', 'finalWorstSetupSlack', '904', 'ps'),
('placed_design', 'place.detailed.instances', '145', ''),
('run', 'log.warning_count', '27', ''),
('run', 'cap_viol_max_count', '0', ''),
('yosys', 'syn_avg_cell_area', '13.5', 'sq um'),
('cts', 'cts-resized-gates', '0', ''),
('setup_path', 'crit_arrival', '1340', 'ps'),
('setup_path', 'cp_top_family', 'flip-flops', ''),
('cts', 'root_buffer', 'sky130_fd_sc_hd__clkbuf_8', ''),
('detailed_routing', 'final_antenna_net_count', '0', ''),
('cts', 'cts_tree', 'done', ''),
('detailed_routing', 'antennaDiodeCount', '0', ''),
('detailed_routing', 'drc_errors', '0', ''),
('power_and_ir_drop', 'ir_drop', '0.000249', 'V'),
('yosys', 'ys_seq_share', '58.0', '%'),
('yosys', 'yosys.stat.chipArea', '840', 'sq um'),
('yosys', 'mappedNetlistArea', '840', 'sq um');
[where the power goes]
group          internal (W)  switching [W]  total (W)
logic             0.0000555      0.0000250  0.0000805
registers          0.000304      0.0000204   0.000324
clock network     0.0000986      0.0000834   0.000182
[layout make-up]
| class | instances | area, sq um | share of cell area [%] |
|---|---|---|---|
| sequential | 19 | 487 | 44.9 |
| multi-input combinational | 35 | 308 | 28.4 |
| tap | 72 | 90.1 | 8.31 |
| clock inverter | 1 | 5.00 | 0.462 |
| timing repair buffer | 13 | 130 | 12.0 |
| clock buffer | 3 | 41.3 | 3.81 |
| inverter | 6 | 22.5 | 2.08 |
[cell families (layout without fill, tap and decap cells)]
group           after synthesis  count (layout)  synth area share (%)
fa+ha+maj                     3               3                  4.47
buf+inv                       8              23                  5.36
xor+xnor                      1               1                  1.04
compound gates                8               8                  5.96
mux                           9               9                  15.5
simple gates                 14              14                  9.69
flops                        19              19                  58.0
[synth_stat cells, types with 2 or more instances]
library cell	number	area (sq um)
sky130_fd_sc_hd__nand3_1	3	15.0
sky130_fd_sc_hd__dfstp_2	9	236
sky130_fd_sc_hd__o21ai_0	5	25.0
sky130_fd_sc_hd__inv_1	6	22.5
sky130_fd_sc_hd__buf_6	2	22.5
sky130_fd_sc_hd__ha_1	3	37.5
sky130_fd_sc_hd__dfrtp_1	10	250
sky130_fd_sc_hd__nand2_1	4	15.0
sky130_fd_sc_hd__mux2_4	8	120
[layout by cell type, fill, tap and decap left out, drive strengths merged]
cell and instances:
nand2b 1, dfstp 9, clkdlybuf4s50 13, clkinv 1
mux2i 1, xnor2 1, o2bb2ai 1, nor2 1
nand3b 1, nand4 1, and2 1, o21ai 5
mux2 8, a22o 1, nand3 3, inv 6
dfrtp 10, o31ai 1, clkbuf 3, nor2b 2
ha 3, nand2 4
[how the worst min path moves through the flow]
stage,startpoint,end,slack (ps),depth (start not counted)
CTS,CNT.IN1.count_out[3]$_DFF_PN0_,CNT.IN1.rollover_flag$_DFF_PN0_,490,1
global route,CNT.IN1.count_out[3]$_DFF_PN0_,CNT.IN1.rollover_flag$_DFF_PN0_,530,1
finish,CNT.IN1.count_out[3]$_DFF_PN0_,CNT.IN1.rollover_flag$_DFF_PN0_,480,1
[through the flow]
stage | area (sq um) | util (%)
after floorplan | 840 | -
after global placement | 1040 | 19.0
after detailed placement | 1040 | 19.0
after CTS | 1080 | 19.8
after global routing | 1080 | 19.8
final | 1080 | 19.8
[metal layers]
layer,track usage [%],up-vias,wire [um]
met5,0,-,0
met2,4.52,18,538
met4,0.249,0,0
li1,-,241,-
met3,2.00,0,183
met1,4.18,238,612
[registers in the layout, indices dropped and copies added, names as in the netlist]
register / flops
BIT_DE.IN1.rollover_flag: 1
CNT.IN1.count_out: 4
STP.parallel_out: 8
CNT.IN1.rollover_flag: 1
DEC.d_orig: 1
BIT_DE.IN1.count_out: 3
DEC.eop: 1
Power and IR drop assume default switching activity.
